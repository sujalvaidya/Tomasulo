===== config.mk =====
export PLATFORM = sky130hd
export DESIGN_NAME = tomasulo
export DESIGN_NICKNAME = tomasulo
export VERILOG_FILES = /design/flow/design.v
export SDC_FILE = /design/flow/constraint.sdc
export NUM_CORES = 4
export LEC_CHECK = 1
export CORE_UTILIZATION = 40

===== constraint.sdc =====
current_design tomasulo

set clk_period 9.5
set clk_io_pct 0.2

create_clock -name clk0 -period $clk_period [get_ports {clk}]

set non_clock_inputs [all_inputs -no_clocks]
set_input_delay [expr $clk_period * $clk_io_pct] -clock clk0 $non_clock_inputs
set_output_delay [expr $clk_period * $clk_io_pct] -clock clk0 [all_outputs]

===== design.v =====
package instruction_pkg;
	typedef enum logic[2:0] {
        LOAD = 3'b001,
        ADD  = 3'b010,
        SUB  = 3'b011,
        MUL  = 3'b100,
        DIV  = 3'b101
    } opcode_t;
    typedef struct packed {
        opcode_t opcode;
        logic [2:0] dst;
        logic [2:0] src1;
        logic [2:0] src2;
    } instruction_t;
    localparam LD_LATENCY  = 2;
    localparam ADD_LATENCY = 2;
    localparam SUB_LATENCY = 2;
    localparam MUL_LATENCY = 6;
    localparam DIV_LATENCY = 25;
endpackage
package params_pkg;
    parameter NUM_INSTRUCTIONS = 31;
    parameter NUM_REGISTERS = 8;
    parameter INSTR_WIDTH = 12;
    parameter NUM_CYCLES = 500;
    parameter CYCLE_WIDTH = $clog2(NUM_CYCLES);
    parameter INSTRUCTION_WIDTH = $clog2(NUM_INSTRUCTIONS);
	parameter USE_HARDCODED = 1;
endpackage
`timescale 1ns / 1ps
module tomasulo #(
    parameter NUM_INSTRUCTIONS = 31,
    parameter NUM_REGISTERS = 8,
    parameter INSTR_WIDTH = 12,   
    parameter NUM_CYCLES = 500,
    parameter CYCLE_WIDTH = $clog2(NUM_CYCLES),
    parameter INSTRUCTION_WIDTH = $clog2(NUM_INSTRUCTIONS)
)(
    input wire clk,
    input wire reset,
    input wire [INSTR_WIDTH-1:0] instruction,
    input wire load_instruction,
    input wire loading_complete,
    output reg [NUM_INSTRUCTIONS-1:0] issue,
    output reg [NUM_INSTRUCTIONS-1:0] ex_start,
    output reg [NUM_INSTRUCTIONS-1:0] ex_comp,
    output reg [NUM_INSTRUCTIONS-1:0] write,
    output reg [NUM_INSTRUCTIONS-1:0] commit
);
    localparam LOAD  = 3'b001, LD_LATENCY = 2;
    localparam ADD   = 3'b010, ADD_LATENCY = 2;
    localparam SUB   = 3'b011, SUB_LATENCY = 2;
    localparam MUL   = 3'b100, MUL_LATENCY = 6;
    localparam DIV   = 3'b101, DIV_LATENCY = 25;
    reg [2:0] opcode [0:NUM_INSTRUCTIONS-1];
    reg [2:0] dst_reg [0:NUM_INSTRUCTIONS-1];
    reg [2:0] src_reg1 [0:NUM_INSTRUCTIONS-1];
    reg [2:0] src_reg2 [0:NUM_INSTRUCTIONS-1];
    reg [INSTRUCTION_WIDTH - 1:0] instr_count;
    reg [NUM_REGISTERS-1:0] reg_busy;
    reg [INSTRUCTION_WIDTH - 1:0] reg_producer [0:NUM_REGISTERS-1];
    reg [CYCLE_WIDTH - 1:0] reg_write_cycle [0:NUM_REGISTERS-1];
    reg [INSTRUCTION_WIDTH - 1:0] src1_dep [0:NUM_INSTRUCTIONS-1];
    reg [INSTRUCTION_WIDTH - 1:0] src2_dep [0:NUM_INSTRUCTIONS-1];
    reg src1_has_dep [0:NUM_INSTRUCTIONS-1];
    reg src2_has_dep [0:NUM_INSTRUCTIONS-1];
    reg [1:0] load_rs_valid;
    reg [INSTRUCTION_WIDTH - 1:0] load_rs_instr [0:1];
    reg [1:0] add_rs_valid;
    reg [INSTRUCTION_WIDTH - 1:0] add_rs_instr [0:1];
    reg [1:0] mul_rs_valid;
    reg [INSTRUCTION_WIDTH - 1:0] mul_rs_instr [0:1];
    reg mem_unit_busy;
    reg [INSTRUCTION_WIDTH - 1:0] mem_unit_instr;
    reg [CYCLE_WIDTH - 1:0] mem_unit_finish_cycle;
    reg add_unit_busy;
    reg [INSTRUCTION_WIDTH - 1:0] add_unit_instr;
    reg [CYCLE_WIDTH - 1:0] add_unit_finish_cycle;
    reg mul_unit_busy;
    reg [INSTRUCTION_WIDTH - 1:0] mul_unit_instr;
    reg [CYCLE_WIDTH - 1:0] mul_unit_finish_cycle;
    reg [INSTRUCTION_WIDTH - 1:0] issue_ptr;
    reg [INSTRUCTION_WIDTH - 1:0] commit_ptr;
    reg [CYCLE_WIDTH - 1:0] current_cycle;
    reg [INSTRUCTION_WIDTH - 1:0] write_buffer [0:2];
    wire can_issue = (issue_ptr < NUM_INSTRUCTIONS) && !issue[issue_ptr];
    wire load_rs_full = load_rs_valid[0] && load_rs_valid[1];
    wire add_rs_full = add_rs_valid[0] && add_rs_valid[1];
    wire mul_rs_full = mul_rs_valid[0] && mul_rs_valid[1];
    always @(posedge clk or posedge reset) begin
        if (reset) begin
            instr_count <= 0;
        end
        else if (!loading_complete && load_instruction) begin
            opcode[instr_count] <= instruction[11:9];
            dst_reg[instr_count] <= instruction[8:6];
            src_reg1[instr_count] <= instruction[5:3];
            src_reg2[instr_count] <= instruction[2:0];
            instr_count <= instr_count + 1;
        end
        else begin
        end
    end
    always @(posedge clk or posedge reset) begin
        if (reset) begin
            issue <= 0;
            ex_start <= 0;
            ex_comp <= 0;
            write <= 0;
            commit <= 0;
            load_rs_valid <= 0;
            add_rs_valid <= 0;
            mul_rs_valid <= 0;
            mem_unit_busy <= 0;
            add_unit_busy <= 0;
            mul_unit_busy <= 0;
            issue_ptr <= 0;
            commit_ptr <= 0;
            current_cycle <= 0;
            reg_busy <= 0;
        end else if (loading_complete) begin
            current_cycle <= current_cycle + 1;
            if (can_issue) begin
                case (opcode[issue_ptr])
                    LOAD: begin
                        if (!load_rs_full) begin
                            issue[issue_ptr] <= 1;
                            if (!load_rs_valid[0]) begin
                                load_rs_valid[0] <= 1;
                                load_rs_instr[0] <= issue_ptr;
                            end else begin
                                load_rs_valid[1] <= 1;
                                load_rs_instr[1] <= issue_ptr;
                            end
                            reg_busy[dst_reg[issue_ptr]] <= 1;
                            reg_producer[dst_reg[issue_ptr]] <= issue_ptr;
                            issue_ptr <= issue_ptr + 1;
                        end
                        else begin
                        end
                    end
                    ADD, SUB: begin
                        if (!add_rs_full) begin
                            src1_has_dep[issue_ptr] <= reg_busy[src_reg1[issue_ptr]];
                            src2_has_dep[issue_ptr] <= reg_busy[src_reg2[issue_ptr]];
                            if (reg_busy[src_reg1[issue_ptr]]) 
                                src1_dep[issue_ptr] <= reg_producer[src_reg1[issue_ptr]];
                            else begin
                            end
                            if (reg_busy[src_reg2[issue_ptr]]) 
                                src2_dep[issue_ptr] <= reg_producer[src_reg2[issue_ptr]];
                            else begin
                            end
                            issue[issue_ptr] <= 1;
                            if (!add_rs_valid[0]) begin
                                add_rs_valid[0] <= 1;
                                add_rs_instr[0] <= issue_ptr;
                            end else begin
                                add_rs_valid[1] <= 1;
                                add_rs_instr[1] <= issue_ptr;
                            end
                            reg_busy[dst_reg[issue_ptr]] <= 1;
                            reg_producer[dst_reg[issue_ptr]] <= issue_ptr;
                            issue_ptr <= issue_ptr + 1;
                        end
                        else begin
                        end
                    end
                    MUL, DIV: begin
                        if (!mul_rs_full) begin
                            src1_has_dep[issue_ptr] <= reg_busy[src_reg1[issue_ptr]];
                            src2_has_dep[issue_ptr] <= reg_busy[src_reg2[issue_ptr]];
                            if (reg_busy[src_reg1[issue_ptr]]) 
                                src1_dep[issue_ptr] <= reg_producer[src_reg1[issue_ptr]];
                            else begin
                            end
                            if (reg_busy[src_reg2[issue_ptr]]) 
                                src2_dep[issue_ptr] <= reg_producer[src_reg2[issue_ptr]];
                            else begin
                            end
                            issue[issue_ptr] <= 1;
                            if (!mul_rs_valid[0]) begin
                                mul_rs_valid[0] <= 1;
                                mul_rs_instr[0] <= issue_ptr;
                            end else begin
                                mul_rs_valid[1] <= 1;
                                mul_rs_instr[1] <= issue_ptr;
                            end
                            reg_busy[dst_reg[issue_ptr]] <= 1;
                            reg_producer[dst_reg[issue_ptr]] <= issue_ptr;
                            issue_ptr <= issue_ptr + 1;
                        end
                        else begin
                        end
                    end
                    default: begin
                    end
                endcase
            end
            else begin
            end
            if (load_rs_valid[0] && !mem_unit_busy) begin
                ex_start[load_rs_instr[0]] <= 1;
                mem_unit_busy <= 1;
                mem_unit_instr <= load_rs_instr[0];
                mem_unit_finish_cycle <= current_cycle + LD_LATENCY;
                load_rs_valid[0] <= 0;
                if (load_rs_valid[1]) begin
                    load_rs_valid[0] <= 1;
                    load_rs_instr[0] <= load_rs_instr[1];
                    load_rs_valid[1] <= 0;
                end
                else begin
                end
            end
            else if (load_rs_valid[1] && !mem_unit_busy) begin
                ex_start[load_rs_instr[1]] <= 1;
                mem_unit_busy <= 1;
                mem_unit_instr <= load_rs_instr[1];
                mem_unit_finish_cycle <= current_cycle + LD_LATENCY;
                load_rs_valid[1] <= 0;
            end
            else begin
            end
            if (add_rs_valid[0] && !add_unit_busy) begin
                if ((!src1_has_dep[add_rs_instr[0]] || write[src1_dep[add_rs_instr[0]]]) &&
                    (!src2_has_dep[add_rs_instr[0]] || write[src2_dep[add_rs_instr[0]]])) begin
                    ex_start[add_rs_instr[0]] <= 1;
                    add_unit_busy <= 1;
                    add_unit_instr <= add_rs_instr[0];
                    add_unit_finish_cycle <= current_cycle + ADD_LATENCY;
                    add_rs_valid[0] <= 0;
                    if (add_rs_valid[1]) begin
                        add_rs_valid[0] <= 1;
                        add_rs_instr[0] <= add_rs_instr[1];
                        add_rs_valid[1] <= 0;
                    end
                    else begin
                    end
                end
                else begin
                end
            end
            else if (add_rs_valid[1] && !add_unit_busy) begin
                if ((!src1_has_dep[add_rs_instr[1]] || write[src1_dep[add_rs_instr[1]]]) &&
                    (!src2_has_dep[add_rs_instr[1]] || write[src2_dep[add_rs_instr[1]]])) begin
                    ex_start[add_rs_instr[1]] <= 1;
                    add_unit_busy <= 1;
                    add_unit_instr <= add_rs_instr[1];
                    add_unit_finish_cycle <= current_cycle + ADD_LATENCY;
                    add_rs_valid[1] <= 0;
                end
                else begin
                end
            end
            else begin
            end
            if (mul_rs_valid[0] && !mul_unit_busy) begin
                if ((!src1_has_dep[mul_rs_instr[0]] || write[src1_dep[mul_rs_instr[0]]]) &&
                    (!src2_has_dep[mul_rs_instr[0]] || write[src2_dep[mul_rs_instr[0]]])) begin
                    ex_start[mul_rs_instr[0]] <= 1;
                    mul_unit_busy <= 1;
                    mul_unit_instr <= mul_rs_instr[0];
                    mul_unit_finish_cycle <= current_cycle + 
                        ((opcode[mul_rs_instr[0]] == MUL) ? MUL_LATENCY : DIV_LATENCY);
                    mul_rs_valid[0] <= 0;
                    if (mul_rs_valid[1]) begin
                        mul_rs_valid[0] <= 1;
                        mul_rs_instr[0] <= mul_rs_instr[1];
                        mul_rs_valid[1] <= 0;
                    end
                    else begin
                    end
                end
                else begin
                end
            end
            else if (mul_rs_valid[1] && !mul_unit_busy) begin
                if ((!src1_has_dep[mul_rs_instr[1]] || write[src1_dep[mul_rs_instr[1]]]) &&
                    (!src2_has_dep[mul_rs_instr[1]] || write[src2_dep[mul_rs_instr[1]]])) begin
                    ex_start[mul_rs_instr[1]] <= 1;
                    mul_unit_busy <= 1;
                    mul_unit_instr <= mul_rs_instr[1];
                    mul_unit_finish_cycle <= current_cycle + 
                        ((opcode[mul_rs_instr[1]] == MUL) ? MUL_LATENCY : DIV_LATENCY);
                    mul_rs_valid[1] <= 0;
                end
                else begin
                end
            end
            else begin
            end
            if (mem_unit_busy) begin  
                ex_comp[mem_unit_instr] <= 1;
                mem_unit_busy <= 0;
                write_buffer[0] <= mem_unit_instr;
            end
            else begin
            end
            if (add_unit_busy) begin  
                ex_comp[add_unit_instr] <= 1;
                add_unit_busy <= 0;
                write_buffer[1] <= add_unit_instr;
            end
            else begin
            end
            if (mul_unit_busy && current_cycle == mul_unit_finish_cycle - 1) begin
                ex_comp[mul_unit_instr] <= 1;
                mul_unit_busy <= 0;
                write_buffer[2] <= mul_unit_instr;
            end
            else begin
            end
            if (write_buffer[0] !== {INSTRUCTION_WIDTH{1'bx}}) begin
                write[write_buffer[0]] <= 1;
                reg_busy[dst_reg[write_buffer[0]]] <= 0;
                write_buffer[0] <= {INSTRUCTION_WIDTH{1'bx}};
            end
            else begin
            end
            if (write_buffer[1] !== {INSTRUCTION_WIDTH{1'bx}}) begin
                write[write_buffer[1]] <= 1;
                reg_busy[dst_reg[write_buffer[1]]] <= 0;
                write_buffer[1] <= {INSTRUCTION_WIDTH{1'bx}};
            end
            else begin
            end
            if (write_buffer[2] !== {INSTRUCTION_WIDTH{1'bx}}) begin
                write[write_buffer[2]] <= 1;
                reg_busy[dst_reg[write_buffer[2]]] <= 0;
                write_buffer[2] <= {INSTRUCTION_WIDTH{1'bx}};
            end
            else begin
            end
            if (write[commit_ptr] && !commit[commit_ptr] && (commit_ptr == 0 || commit[commit_ptr-1])) begin
                commit[commit_ptr] <= 1;
                commit_ptr <= commit_ptr + 1;
            end
            else begin
            end
        end
        else begin
        end
    end
endmodule

===== run.sh =====
#!/bin/bash
# OpenROAD 26Q1-2900-gdf79404cd8, Yosys 0.63+post, stock flow scripts
make -C /OpenROAD-flow-scripts/flow DESIGN_CONFIG=/design/flow/config.mk WORK_HOME=/design/flow/orfs finish

==> notes.md <==
Notes from the flow run.

Outcome:
- The flow ran to the end, and the final reports show no timing, DRC or antenna violations.

Final layout:
- The layout summary lists the proportion of cells stronger than drive strength 1 as 0.1165.
- The run puts the layout overhead on the synthesized area at 14.98%.
- The run puts the layout filler cell count at 7561.
- Per the layout area report, the combinational gate area comes to 0.01384 sq mm.
- The run gives the final cell utilization of the core as 0.4668.
- The area taken by sequential standard cells is reported as 0.01867 sq mm.

CTS:
- The run gives the post-cts resize count as 0.
- The H-tree was split into 3 levels.
- At the later pin of the worst-skew pair, clock insertion delay measures 0.68 ns.
- Looking at the clock tree report, the root buffer type is clkbuf_16.
- The run gives the number of buffers on the longest clock path as 3.
- The run gives the count of hold-fix buffers inserted at cts as 0.
- The run gives the TritonCTS clock tree as built.
- The run gives the total clock buffers created by CTS as 75.
- The run gives the number of sinks handled by clock tree synthesis as 648.
- The run puts the count of buffers added by post-CTS timing repair for setup at 0.
- The run puts the clock-pin slew of the registers on the worst-case setup and hold paths at 0.06 ns.

Final timing:
- The run puts the final max-slew violation count at 0.
- The run gives the minimum setup slack in the final design as 4.057 ns.
- The run gives the share of the clock period used by the worst path as 0.5729.
- At the pin with the least slew margin, the transition time is 1.104 ns.
- In the final report, the number of endpoints failing setup comes to 0.
- Setup repair after global routing left no endpoint under its margin.
- The run puts the setup skew after layout at 0.05433 ns.
- The run gives the headroom to the max-slew limit as 0.2610.
- The run puts the achievable clock frequency at 0.1837 GHz.
- The run gives the number of hold violations in the final report as 0.
- The run gives the setup TNS after final layout as 0 ns.
- The run gives the final critical-path required period as 5.443 ns.

Global routing:
- The run gives the residual overflow from global routing as 0.
- Summed over all routing layers, the global router reports a total usage of 0.3512.
- The run gives the pin count of the biggest net entering global routing as 64.
- The initial antenna violation count is 1.
- The first global-routing pass estimated 204300 microns of wire.
- The run gives the number of global-route vias before repair as 27720.

Power and ir drop:
- The run gives the largest vdd supply drop as 0.2955 mV.
- The run puts the net switching power at 4.476 mW.
- The run gives the internal power as 6.648 mW.
- The power report attributes to the sequential group a share of 0.356.
- The run puts the sum of internal, switching and leakage power at 11.12 mW.
- The run puts the share of power burned in combinational logic at 0.387.
- The leakage component of the power was reported as 14.30 nW.
- The run gives the clock network power share as 0.257.
- In this run the power density over the cells is 283.4 mW/mm^2.
- The run gives the share of total power consumed by net switching as 0.4024.

Placement:
- The run puts the quantity of I/O buffers inserted on ports at 139.
- The run puts the pre-CTS worst setup slack at 4.059 ns.
- The run gives the HPWL reported at the end of detailed placement as 100800 microns.
- The run puts the weighted congestion at the end of routability-driven global placement at 1.036.

Setup path:
- The run puts the number of cells traversed by the worst register-to-register path at 17.
- The run gives the reg2reg setup slack as 4.06 ns.
- The run gives the arrival time at the worst endpoint as 5.96 ns.
- The run puts the highest net fanout along the worst path at 42.
- STA classifies the critical path endpoint as a register.
- The run gives the data required time of the worst path as 10.02 ns.
- The startpoint identified for the worst register-to-register timing path is issue_ptr[0].
- For reference, the most critical setup path is categorized as register to register.
- STA classifies the critical path startpoint as a register.
- Looking at the reg2reg group, the worst path ends at issue_ptr[1].

Die:
- The run gives the width of the die as 294.2 microns.
- According to the floorplan report, the die height is 294.2 microns.
- In this run the standard cell core region covers 0.08409 sq mm.
- The chip occupies 0.08653 sq mm.
- The run gives the number of ports placed on the die boundary as 171.
- The floorplan step records an initial core utilization of 0.4060.
- The run gives the number of placement rows as 106.

Synth:
- The run puts the distinct cell type count of the synthesized netlist at 99.
- Yosys attributes the largest share of cell area to edfxtp_1, dfrtp_1, mux2i_1.
- The run gives the post-synthesis sequential element count as 648.
- The run gives the yosys stat chip area as 0.03414 sq mm.
- The run puts the share of the synthesized area in the top cell type at 0.4292.
- Counting flops with a built-in enable in the synthesized netlist gives 488.
- After synthesis, the share of flip-flops with an asynchronous set or reset is 0.2469.
- The run gives the leading cell type by number of instances after synthesis as edfxtp_1.
- The run puts the cell area after synthesis at 0.03414 sq mm.
- In the synthesized netlist, the number of instances is 3041.
- The run puts the share of the yosys chip area belonging to registers at 0.5465.
- Sorting the synthesized cells by how often they occur yields edfxtp_1, nand2_1, nor2_1, clkbuf_1, dfrtp_1.
- The run gives the count of warnings emitted by yosys as 14.
- The run gives the most common flop cell mapped by yosys as edfxtp_1.
- Of all cell types, the one taking the most synthesized area is edfxtp_1.
- The average instance in the mapped netlist occupies 11.23 sq um.
- The synth_stat.txt file lists the number of cells as 3041.

Detailed routing:
- The run puts the final wirelength at 142400 microns.
- The run gives the post-detailed-route DRC marker count as 0.
- The run gives the violation tally from detailed-route iteration zero as 2953.
- The run puts the tally of nets with antenna violations remaining after routing at 0.
- The run puts the average routed wire per standard cell at 32.77 microns.
- The run gives the number of vias in the routed layout as 27850.
- The run gives the number of detailed-route iterations in the first pass as 7.
- The run gives the number of vias per cell as 6.408.

Hold path:
- The type recorded for the worst min-delay path is register to register.
- The run gives the endpoint of the worst hold-timing path as commit[10].
- The run gives the hold path startpoint as commit[10].
- Along the worst hold path, the cell count comes to 0.

Flow run:
- The tool flagged a number of max-cap violations equal to 0.
- The run puts the count of warning messages emitted by the tools at 57.
[area by class of cell]
class                   count  share of cell area
clock inverters            47             0.01297
well taps                1134             0.03614
multi-input cells        2034              0.3526
repair buffers            275             0.06132
clock buffers              90             0.05001
inverters                 116             0.01122
flip-flops and latches    648              0.4756
diodes                      2           0.0001275
[layer usage]
layer / track usage / routed length (microns)
met5: 0.009075 / 69
met4: 0.1710 / 9100
met1: 0.4605 / 51140
met2: 0.5241 / 65680
met3: 0.1396 / 16430
[power by group through the flow]
stage / clock, mW / sequential [mW] / combinational, mW
finish: 2.86 / 3.95 / 4.31
global route: 3.01 / 3.98 / 4.56
CTS: 2.90 / 3.95 / 4.23
[worst max-delay path, stage by stage, from the launching register on]
cell,delay [ns]
dfrtp_1,0.56
buf_4,0.32
inv_1,0.14
ha_1,0.22
buf_4,0.24
inv_1,0.29
nor3_1,0.12
ha_1,0.44
a22oi_1,0.27
o31ai_1,0.11
a2111oi_2,0.39
nand4_1,0.25
a2111o_1,0.45
mux2i_4,0.14
buf_4,0.37
o21ba_1,0.20
buf_4,0.41
mux2_1,0.36
[kinds of logic (layout without fill, tap and decap cells)]
family | after synthesis | count (layout) | synth area share
AND-OR/OR-AND | 814 | 814 | 0.1739
adder cells (fa/ha/maj) | 59 | 59 | 0.02184
buffers and inverters | 389 | 528 | 0.05270
multiplexers | 137 | 137 | 0.04808
other | 1 | 33 | 0.0001098
AND/OR/NAND/NOR | 934 | 934 | 0.1418
XOR/XNOR | 59 | 59 | 0.01514
flip-flops | 648 | 648 | 0.5465
[stage by stage]
stage                     std cells  hold WS (ns)  area, sq um
after floorplan                3071        0.4044        34250
after global placement         4207        0.3637        36780
after detailed placement       4207        0.3645        36780
after CTS                      4344        0.3759        39250
after global routing           4344        0.3764        39250
final                          4346        0.3708        39260
[worst max-delay path by stage]
stage	startpoint	end	slack (ns)	cells past startpoint
final	issue_ptr[0]	issue_ptr[1]	4.06	17
after global routing	issue_ptr[0]	issue_ptr[1]	3.69	17
after CTS	issue_ptr[0]	issue_ptr[1]	4.05	17
[layout by cell type, fill, tap and decap left out, drive strengths merged, types with 34 or more instances in the layout]
master,netlist,routed
a21oi,84,84
a22oi,72,72
a31o,34,34
a31oi,61,61
a32oi,45,45
and2,43,43
buf,106,137
clkbuf,167,90
clkdlybuf4s50,0,138
clkinv,3,41
dfrtp,160,160
edfxtp,488,488
ha,58,58
inv,113,115
mux2,34,34
mux2i,87,87
nand2,215,215
nand3,121,121
nand4,65,65
nor2,204,204
nor3,63,63
o21ai,140,140
o22ai,48,48
xnor2,36,36
Power and IR drop assume default switching activity.
